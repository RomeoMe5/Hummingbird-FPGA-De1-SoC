## ./config.mk

```make
export PLATFORM = sky130hd
export DESIGN_NAME = RS
export DESIGN_NICKNAME = RS
export VERILOG_FILES = /design/flow/design.v
export SDC_FILE = /design/flow/constraint.sdc
export NUM_CORES = 4
export LEC_CHECK = 1
export CORE_AREA = 10 10 75 75
export DIE_AREA = 0 0 85 85
```

## ./constraint.sdc

```tcl
current_design RS

set clk_period 1.1
set clk_io_pct 0.2

create_clock -name clk0 -period $clk_period [get_ports {clk}]

set non_clock_inputs [all_inputs -no_clocks]
set_input_delay [expr $clk_period * $clk_io_pct] -clock clk0 $non_clock_inputs
set_output_delay [expr $clk_period * $clk_io_pct] -clock clk0 [all_outputs]
```

## ./design.v

```verilog
module RS(
input 					clk,
input 					reset,
input			[15:0]	nonce,
input 		[15:0]	digit,
output reg	[15:0]	out);
always @(negedge clk)
	if(~reset)
		out = nonce;
	else
		out = digit;
endmodule
module LFSR(
input 					clk,
input 					reset,
input			[15:0]	nonceF,
output reg	[15:0]	out);
always @(negedge clk)
	if(~reset)
		out = nonceF;
endmodule
```

## ./run.sh

```bash
#!/bin/bash
# OpenROAD 26Q1-2900-gdf79404cd8, Yosys 0.63+post, stock flow scripts
make -C /OpenROAD-flow-scripts/flow DESIGN_CONFIG=/design/flow/config.mk WORK_HOME=/design/flow/orfs finish
```

==> flow_summary.toml <==
# generated from flow reports
[status]
status = "complete, but fails checks"
violations = "setup timing"

[route]
drtIter0Drc = 13
vias = 507
ant_nets = 0
diodes = 0
avgRoutedWirePerCell_um = 12.18
viasPerCell = 3.314
drc = 0
wl_mm = 1.864
drtPass1Iterations = 2

[logic_synthesis]
ys_sh_aoi_pct = 0
avgSynthCellArea_um2 = 16.37
synthFlopType = "dfxtp_1"
top_cells_by_count = "dfxtp_1 (16), mux2_4 (10), mux2_2 (6)"
muxShareOfSynthArea_pct = 37.99
yosys_area_um2 = 573.0
synthArstFlopShare_pct = 0
syn_inst = 35
top_cell = "dfxtp_1"
yosysTopAreaCell = "dfxtp_1"
post_synth_num_cell_types = 6
ys_cells = 35
logic_family = "multiplexers"
yosysWarnings = 1
yosysTopAreaCellShare_pct = 55.90
edf_count = 0
top_cells_by_area = "dfxtp_1 (56%), mux2_4 (26%), mux2_2 (12%)"
syn-cell-area_um2 = 573.1
xor_area_share_pct = 0
synth_seq_share_pct = 55.90
ys.flops = 16
synthAdderAreaFrac_pct = 0
simple_gate_share_pct = 0

[global_route]
grt_start_max_net_pins = 10
grt_overflow = 0
grtUsageTotal_pct = 5.070
grt_pass1_wl_mm = 2.898
grt_pass1_vias = 612
antenna_found_initial = 0

[flow_run]
max_cap_viol_count = 0
warning_count = 44

[floorplanning]
die_h_um = 85
core_area_um2 = 4058
rows = 23
die_x_um = 85
io_pins = 50
initial_utilization_pct = 14.12
die_area_um2 = 7225

[power_and_ir_drop]
p_sw_w = 0.0003990
p_total_w = 0.001533
power.density_nw_per_um2 = 1328
p_comb_share_pct = 15.0
p_int_w = 0.001134
clock_power_share_pct = 43.1
power_leakage_nw = 0.6341
irDropWorstVdd_mv = 0.3854
swShare_pct = 26.02
seqPwrFrac_pct = 41.9

[placed_design]
gp_congestion = 0.6972
port_buffers = 49
dp_hpwl_mm = 1.501
pre_cts_ws_ns = -0.8233

[sta]
timing.setup.tns_ns = -6.099
tightest_slew_ns = 0.07689
hold_viol_final = 0
fin_ws_ns = -0.3838
slew_viol_final = 0
rsz0062_at_grt = "true"
relSlewSlack_pct = 94.87
setup_viol = 31

[layout]
regArea_um2 = 322.8
area.combinational_um2 = 240.2
syn2layout_area_growth_pct = 101.5
drive_gt1_share_pct = 39.81
largest_reg_flops = 16
num-fill-cells = 433

[setup_path]
endpoint_kind = "output port"
arrival_ns = 1.26
critical-path-slowest-cell = "dfxtp_2"
crit_family = "flip-flops"
crit_path_cell_trace = "buf_2"
cp_num_buf_inv = 1
cpPeakStageDelay_ns = 0.30
crit_type = "reg -> out"
crit_required_ns = 0.88
startpoint_type = "flip-flop"
critPathMaxFanout = 1

[clocking]
cts_tree = "built"
cts_root_buf = "clkbuf_8"
htree_levels = 1
clockBufferDepth = 2
cts_buffers = 3
clkTransAtPathRegs_ns = 0.04
clkSinkCount = 16
cts_setup_buffers = 0

[hold_path]
hp-start = "digit[13]"
worstHoldPathCells = 2
holdPathEnd = "out[13]$_DFF_N_"
min_path_type = "in -> reg"
[repair_timing]
item                       CTS  global route
gates resized               95             0
cloned                       1             0
hold buffers                 0             0
setup endpoints to repair   32            23
pin swaps                    0             0
[area by class of cell]
class | instances | area share (%)
clock buffers | 3 | 3.575
repair buffers | 51 | 36.62
clock inverters | 17 | 5.634
well taps | 50 | 5.417
flip-flops and latches | 16 | 27.95
multi-input cells | 16 | 20.80
[per-layer routing]
layer / vias up / wire length (um) / GRT usage [%]
li1: 254 / - / -
met1: 223 / 642 / 4.495
met2: 28 / 981 / 8.447
met3: 2 / 235 / 4.143
met4: 0 / 4 / 1.647
met5: - / 0 / 0
[power by group through the flow]
stage / clock [W] / sequential, W / combinational [W]
4_1_cts: 0.000709 / 0.000643 / 0.000238
6_report: 0.000661 / 0.000642 / 0.000229
5_1_grt: 0.000783 / 0.000646 / 0.000250
[metrics by stage]
step	hold WS [ns]	std cells	cell area, um^2	util (%)
global route	0.7765	153	1155	28.46
CTS	0.7874	153	1155	28.46
floorplan	0.9129	35	585.6	-
global placement	1.376	133	1119	27.57
detailed placement	1.379	133	1119	27.57
finish	0.7985	153	1155	28.46
[cell usage in the layout (no fill, tap or decap)]
| master | n |
|---|---|
| dlygate4sd2_1 | 32 |
| mux2_4 | 16 |
| inv_1 | 16 |
| buf_2 | 16 |
| dfxtp_1 | 14 |
| clkbuf_8 | 3 |
| dfxtp_2 | 2 |
| clkinvlp_2 | 1 |
| buf_16 | 1 |
| buf_8 | 1 |
| buf_12 | 1 |
[cell families after synthesis]
| family | Yosys count |
|---|---|
| flip-flops | 16 |
| multiplexers | 16 |
| buffers and inverters | 3 |
[how the worst max path moves through the flow]
stage / startpoint / to / slack, ns / cells past startpoint
after CTS: out[15]$_DFF_N_ / out[15] / -0.40 / 1
after global routing: out[5]$_DFF_N_ / out[5] / -0.44 / 1
final: out[1]$_DFF_N_ / out[1] / -0.38 / 1
